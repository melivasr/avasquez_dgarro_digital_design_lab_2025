==> design.v <==
module AND_gate
	#(parameter width = 4)(
	input logic [width-1:0]a,
	input logic [width-1:0]b,
	output logic [width-1:0]y,
	output logic N,
   output logic Z,
   output logic C,
   output logic V
);		
	assign y = a & b;
	assign N = y[3];        
	assign Z = (y == 4'd0);  
	assign C = 1'b0;         
	assign V = 1'b0;        
endmodule
module Alu_control(
	input logic [3:0] A,
	input logic [3:0] B,
	input logic [3:0] op,
	output logic [3:0] Y,
	output logic N,
   output logic Z,
   output logic C,
   output logic V
);
   logic [3:0] y_sum, y_sub, y_mult, y_div, y_mod, y_and, y_or, y_xor, y_shiftl, y_shiftr ;
	logic z_sum, n_sum, c_sum, v_sum;
	logic z_sub, n_sub, c_sub, v_sub;
	logic z_mult, n_mult, c_mult, v_mult;
	logic z_div, n_div, c_div, v_div;
	logic z_mod, n_mod, c_mod, v_mod;
   logic z_and, n_and, c_and, v_and;	
	logic z_or, n_or, c_or, v_or;
   logic z_xor, n_xor, c_xor, v_xor;   
	logic z_shiftl, n_shiftl, c_shiftl, v_shiftl;
	logic z_shiftr, n_shiftr, c_shiftr, v_shiftr;
	Ripple_carry_adder4 suma (.A(A), .B(B), .Cin(1'b0), .Sum(y_sum), .N(n_sum), .Z(z_sum), .C(c_sum), .V(v_sum));
	Full_subtractor4 suba (.A(A), .B(B), .Cin(1'b0), .Sub(y_sub), .N(n_sub), .Z(z_sub), .C(c_sub), .V(v_sub));
	Multiplicacion multi (.A(A), .B(B), .P(y_mult), .N(n_mult), .Z(z_mult), .C(c_mult), .V(v_mult));
	Division diva (.a(A), .b(B), .y(y_div), .N(n_div), .Z(z_div), .C(c_div), .V(v_div));
	Modulo moda (.a(A), .b(B), .y(y_mod), .N(n_mod), .Z(z_mod), .C(c_mod), .V(v_mod));
	AND_gate anda (.a(A), .b(B), .y(y_and), .N(n_and), .Z(z_and), .C(c_and), .V(v_and));
	OR_gate ora (.a(A), .b(B), .y(y_or), .N(n_or), .Z(z_or), .C(c_or), .V(v_or));
	XOR_gate xora (.a(A), .b(B), .y(y_xor), .N(n_xor), .Z(z_xor), .C(c_xor), .V(v_xor));
	shift_left shiftl (.a(A), .b(B), .y(y_shiftl), .N(n_shiftl), .Z(z_shiftl), .C(c_shiftl), .V(v_shiftl));
	shift_right shiftr (.a(A), .b(B), .y(y_shiftr), .N(n_shiftr), .Z(z_shiftr), .C(c_shiftr), .V(v_shiftr));
   logic sel_sum, sel_sub, sel_mult, sel_div, sel_mod, sel_and, sel_or, sel_xor, sel_shiftl, sel_shiftr;
	assign sel_sum = (op == 4'b0000);
	assign sel_sub = (op == 4'b0001);
	assign sel_mult = (op == 4'b0010);
	assign sel_div = (op == 4'b0011);
	assign sel_mod = (op == 4'b0100);
	assign sel_and = (op == 4'b0101);
	assign sel_or = (op == 4'b0110);
	assign sel_xor = (op == 4'b0111);
	assign sel_shiftl = (op == 4'b1000);
	assign sel_shiftr = (op == 4'b1001);
	assign Y[0] = (y_sum[0] & sel_sum)    |
                 (y_sub[0] & sel_sub)    |
                 (y_mult[0] & sel_mult)   |
                 (y_div[0] & sel_div)    |
                 (y_mod[0] & sel_mod)    |
                 (y_and[0] & sel_and)    |
                 (y_or[0] & sel_or)     |
                 (y_xor[0] & sel_xor)    |
                 (y_shiftl[0] & sel_shiftl) |
                 (y_shiftr[0] & sel_shiftr);	
	assign Y[1] = (y_sum[1] & sel_sum)    |
                 (y_sub[1] & sel_sub)    |
                 (y_mult[1] & sel_mult)   |
                 (y_div[1] & sel_div)    |
                 (y_mod[1] & sel_mod)    |
                 (y_and[1] & sel_and)    |
                 (y_or[1] & sel_or)     |
                 (y_xor[1] & sel_xor)    |
                 (y_shiftl[1] & sel_shiftl) |
                 (y_shiftr[1] & sel_shiftr);	
	assign Y[2] = (y_sum[2] & sel_sum)    |
                 (y_sub[2] & sel_sub)    |
                 (y_mult[2] & sel_mult)   |
                 (y_div[2] & sel_div)    |
                 (y_mod[2] & sel_mod)    |
                 (y_and[2] & sel_and)    |
                 (y_or[2] & sel_or)     |
                 (y_xor[2] & sel_xor)    |
                 (y_shiftl[2] & sel_shiftl) |
                 (y_shiftr[2] & sel_shiftr);	
	assign Y[3] = (y_sum[3] & sel_sum)    |
                 (y_sub[3] & sel_sub)    |
                 (y_mult[3] & sel_mult)   |
                 (y_div[3] & sel_div)    |
                 (y_mod[3] & sel_mod)    |
                 (y_and[3] & sel_and)    |
                 (y_or[3] & sel_or)     |
                 (y_xor[3] & sel_xor)    |
                 (y_shiftl[3] & sel_shiftl) |
                 (y_shiftr[3] & sel_shiftr);	
	assign N = (n_sum & sel_sum) |
              (n_sub & sel_sub) |
              (n_mult & sel_mult) |
			     (n_div & sel_div)   |
			     (n_mod & sel_mod)   |
			     (n_and & sel_and)   |
			     (n_or & sel_or)   |
			     (n_xor & sel_xor)   |
			     (n_shiftl & sel_shiftl)   |
			     (n_shiftr & sel_shiftr);
	assign Z = (z_sum & sel_sum) |
              (z_sub & sel_sub) |
              (z_mult & sel_mult) |
			     (z_div & sel_div)   |
			     (z_mod & sel_mod)   |
			     (z_and & sel_and)   |
			     (z_or & sel_or)   |
			     (z_xor & sel_xor)   |
			     (z_shiftl & sel_shiftl)   |
			     (z_shiftr & sel_shiftr);
	assign C = (c_sum & sel_sum) |
              (c_sub & sel_sub) |
              (c_mult & sel_mult) |
			     (c_div & sel_div)   |
			     (c_mod & sel_mod)   |
			     (c_and & sel_and)   |
			     (c_or & sel_or)   |
			     (c_xor & sel_xor)   |
			     (c_shiftl & sel_shiftl)   |
			     (c_shiftr & sel_shiftr);
	assign V = (v_sum & sel_sum) |
              (v_sub & sel_sub) |
              (v_mult & sel_mult) |
			     (v_div & sel_div)   |
			     (v_mod & sel_mod)   |
			     (v_and & sel_and)   |
			     (v_or & sel_or)   |
			     (v_xor & sel_xor)   |
			     (v_shiftl & sel_shiftl)   |
			     (v_shiftr & sel_shiftr);
endmodule
module Division
	#(parameter width = 4)(
	input logic [width-1:0] a,
	input logic [width-1:0] b,
	output logic [width-1:0] y,
	output logic N,
   output logic Z,
   output logic C,
   output logic V
);		
	assign y = a / b;
   assign N = y[3];           
   assign Z = (y == 4'd0);    
   assign C = 1'b0;            
   assign V = 1'b0;            
endmodule
module Full_Adder(
	input logic A,
	input logic B,
	input logic Cin,
	output logic Sum,
	output logic Cout
);
	logic xor1;
	XOR_gate xora (.a(A),    .b(B),   .y(xor1));
	XOR_gate xorb (.a(xor1), .b(Cin), .y(Sum));
	logic and1, and2;
	AND_gate anda (.a(A),  .b(B),    .y(and1));
	AND_gate andb(.a(Cin), .b(xor1), .y(and2));
	OR_gate ora(.a(and1),  .b(and2), .y(Cout));
endmodule
module Full_Substractor (
	input logic A,
	input logic B,
	input logic Cin,
	output logic Sub,
	output logic Cout
);
	logic xor1;
	XOR_gate xora(.a(A), .b(B), .y(xor1));
	XOR_gate xorb(.a(xor1), .b(Cin), .y(Sub));
	logic and1, and2, nA, nxor1;
	NOT_gate nota(.a(A), .y(nA));
	NOT_gate notb(.a(xor1), .y(nxor1));
	AND_gate anda(.a(nA), .b(B), .y(and1));
	AND_gate andb(.a(Cin), .b(nxor1), .y(and2));
	OR_gate or1(.a(and1), .b(and2), .y(Cout));
endmodule
module Full_subtractor4(
	input logic [3:0] A,
	input logic [3:0] B, 
	input logic Cin,
	output logic [3:0] Sub,
	output logic Cout,
	output logic N,
   output logic Z,
   output logic C,
   output logic V
);
	logic c1, c2, c3;
	Full_Substractor s0 (.A(A[0]), .B(B[0]), .Cin(Cin), .Sub(Sub[0]), .Cout(c1));
	Full_Substractor s1 (.A(A[1]), .B(B[1]), .Cin(c1),  .Sub(Sub[1]), .Cout(c2));
	Full_Substractor s2 (.A(A[2]), .B(B[2]), .Cin(c2),  .Sub(Sub[2]), .Cout(c3));
	Full_Substractor s3 (.A(A[3]), .B(B[3]), .Cin(c3),  .Sub(Sub[3]), .Cout(Cout));
   assign N = Sub[3];           
   assign Z = (Sub == 4'd0);    
   assign C = Cout;             
   assign V = (A[3] ^ B[3]) & (A[3] ^ Sub[3]);  
endmodule
module Modulo
	#(parameter width = 4)(
	input logic [width-1:0] a,
	input logic [width-1:0] b,
	output logic [width-1:0] y,
	output logic N,
   output logic Z,
   output logic C,
   output logic V
);	
	assign y = a % b;
   assign N = y[3];           
   assign Z = (y == 4'd0);    
   assign C = 1'b0;            
   assign V = 1'b0;            
endmodule
module Multiplicacion(
    input logic [3:0] A,
    input logic [3:0] B,
    output logic [3:0] P,
    output logic N,
    output logic Z,
    output logic C,
    output logic V
);
	logic p0, p1, p2, p3, p4, p5, p6, p7, p8, p9;
	AND_gate and0(.a(A[0]), .b(B[0]), .y(p0));
	AND_gate and1(.a(A[1]), .b(B[0]), .y(p1));
	AND_gate and2(.a(A[0]), .b(B[1]), .y(p2));
	AND_gate and3(.a(A[2]), .b(B[0]), .y(p3));
	AND_gate and4(.a(A[1]), .b(B[1]), .y(p4));
	AND_gate and5(.a(A[0]), .b(B[2]), .y(p5));
	AND_gate and6(.a(A[3]), .b(B[0]), .y(p6));
	AND_gate and7(.a(A[2]), .b(B[1]), .y(p7));
	AND_gate and8(.a(A[1]), .b(B[2]), .y(p8));
	AND_gate and9(.a(A[0]), .b(B[3]), .y(p9));
	assign P[0] = p0;
	logic c1;
	Full_Adder fa1 (.A(p1), .B(p2), .Cin(1'b0), .Sum(P[1]), .Cout(c1));
	logic c2, c3, s1;
	Full_Adder fa2 (.A(p3), .B(p4), .Cin(c1), .Sum(s1), .Cout(c2));
	Full_Adder fa3 (.A(s1), .B(p5), .Cin(1'b0), .Sum(P[2]), .Cout(c3));
	logic c4, c5, c6, s2, s3;
	Full_Adder fa4 (.A(p6), .B(p7), .Cin(c2), .Sum(s2), .Cout(c4));
	Full_Adder fa5 (.A(s2), .B(p8), .Cin(c3), .Sum(s3), .Cout(c5));
	Full_Adder fa6 (.A(s3), .B(p9), .Cin(1'b0), .Sum(P[3]), .Cout(c6));
   assign N = P[3];           
   assign Z = (P == 4'd0);    
   assign C = c6;             
   assign V = (A[3] ^ B[3]) & (A[3] ^ P[3]);  
endmodule
module NOT_gate(
	input logic a,
	output logic y
);
	assign y = ~a;
endmodule
module OR_gate
	#(parameter width = 4)(
	input logic  [width-1:0]a,
	input logic  [width-1:0]b,
	output logic [width-1:0]y,
	output logic N,
   output logic Z,
   output logic C,
   output logic V
);			
	assign y = a | b;
	assign N = y[3];        
	assign Z = (y == 4'd0);  
	assign C = 1'b0;         
	assign V = 1'b0;         
endmodule
module Ripple_carry_adder4(
	input logic [3:0] A,
	input logic [3:0] B, 
	input logic Cin,
	output logic [3:0] Sum,
	output logic Cout,
	output logic N,
   output logic Z,
   output logic C,
   output logic V
);
	logic c1, c2, c3;
	Full_Adder a0 (.A(A[0]), .B(B[0]), .Cin(Cin), .Sum(Sum[0]), .Cout(c1));
	Full_Adder a1 (.A(A[1]), .B(B[1]), .Cin(c1),  .Sum(Sum[1]), .Cout(c2));
	Full_Adder a2 (.A(A[2]), .B(B[2]), .Cin(c2),  .Sum(Sum[2]), .Cout(c3));
	Full_Adder a3 (.A(A[3]), .B(B[3]), .Cin(c3),  .Sum(Sum[3]), .Cout(Cout));
   assign N = Sum[3];           
   assign Z = (Sum == 4'd0);    
   assign C = Cout;             
   assign V = (~(A[3] ^ B[3])) & (A[3] ^ Sum[3]);  
endmodule
module XOR_gate
	#(parameter width = 4)(
	input logic [width-1:0]a,
	input logic [width-1:0]b,
	output logic [width-1:0]y,
	output logic N,
   output logic Z,
   output logic C,
   output logic V
);		
	assign y = a ^ b;
	assign N = y[3];        
	assign Z = (y == 4'd0);  
	assign C = 1'b0;	 
	assign V = 1'b0;         
endmodule
module shift_left
	#(parameter width = 4)(
	input logic [width-1:0]a,
	input logic [width-1:0]b,     
	output logic [width-1:0]y,
	output logic N,
   output logic Z,
   output logic C,
   output logic V
);				
	logic [width:0] temp;
	assign temp = {1'b0, a} << b;
	assign y = temp[width-1:0];
   assign N    = y[width-1];                 
   assign Z    = (y == 4'd0);          
	assign C    = temp[width];              
   assign V    = 1'b0;                 
endmodule
module shift_right
	#(parameter width = 4)(
	input logic [width-1:0]a,
	input logic [width-1:0]b,     
	output logic [width-1:0]y,
	output logic N,
   output logic Z,
   output logic C,
   output logic V
);				
	logic [width:0] temp;
	assign temp = {a, 1'b0} >> b;
	assign y = temp[width:1];
   assign N    = y[width-1];                 
   assign Z    = (y == 4'd0);          
	assign C    = temp[0];              
   assign V    = 1'b0;                 
endmodule
==> run.sh <==
#!/bin/bash
# OpenROAD 26Q1-2900-gdf79404cd8, Yosys 0.63+post, stock flow scripts
make -C /OpenROAD-flow-scripts/flow DESIGN_CONFIG=/design/flow/config.mk WORK_HOME=/design/flow/orfs finish
==> config.mk <==
export PLATFORM = sky130hd
export DESIGN_NAME = Alu_control
export DESIGN_NICKNAME = Alu_control
export VERILOG_FILES = /design/flow/design.v
export SDC_FILE = /design/flow/constraint.sdc
export NUM_CORES = 4
export LEC_CHECK = 1
export CORE_AREA = 10 10 105 105
export DIE_AREA = 0 0 115 115
==> constraint.sdc <==
current_design Alu_control

set clk_period 5.6
set clk_io_pct 0.2

create_clock -name clk0 -period $clk_period

set non_clock_inputs [all_inputs -no_clocks]
set_input_delay [expr $clk_period * $clk_io_pct] -clock clk0 $non_clock_inputs
set_output_delay [expr $clk_period * $clk_io_pct] -clock clk0 [all_outputs]
==> out/qor.csv <==
metric;value;unit
ys_cells;231;
p_clk_share;0;%
die_x;115;um
grt_overflow;0;
top_area_cell;ha_1;
dp_hpwl;4700;um
drc;0;
drt_first_pass_iters;6;
nFlopsAndLatches;0;
endpoint_kind;output pin;
hold_class;in2out;
maxCapViolations;0;
drt-vias-per-instance;5.02;
antenna_cells;0;
grt_start_max_net_pins;26;
syn_area;1700;um2
drive_gt1_share;42.2;%
die-area;13200;um2
synth_warnings;60;
grt_pass1_wl;10500;um
cp.arrival;5.31;ns
status;complete, but fails checks;
layout_top_cell;buf_4;
hold_viol_final;0;
period_needed;6.43;ns
worst_slack;-0.826;ns
synth_top_area_share;19.1;%
power_frac_comb;100.0;%
num_vias;2115;
cp-endpoint;N;
cp.required;4.48;ns
critPathMaxFanout;5;
grt_pass1_vias;2124;
top_cells_by_area;ha_1 19%, fa_1 9.4%, a21oi_1 5.6%, nand2_1 5.3%, nor2_1 4.2%;
p_sw;0.160;mW
cp-start-kind;primary input;
syn_inst;231;
p_int;0.187;mW
final_area;2840;um2
routedWlPerCell;15.1;um
failed_checks;setup timing;
dp.cells;394;
core;8760;um2
fillCellCount;887;
swShare;46.2;%
max_slew_margin;74.8;%
yosysSeqAreaShare;0;%
ys_area;1700;um2
powerDensity;122;nW/um2
tns;-4.28;ns
warnings;45;
p_leak;1.22;nW
slew_viol_final;0;
final_cell_mix;69 x buf_4, 20 x nand2_1, 19 x ha_1;
wl;6370;um
setup_viol;6;
clockBufferCount;0;
grt_antenna_before_repair;0;
grt.total_usage;9.44;%
synth.distinct_cells;54;
stdcell_count;421;
seqPwrFrac;0;%
rsz0062_at_grt;yes;
fp-utilization;19.4;%
regArea;0;um2
io_buffers;20;
fmax;156;MHz
ant_nets;0;
max-vdd-ir-drop;0.0509;mV
path_class;in2out;
crit_start;B[0];
syn_area_per_cell;7.37;um2
rows;34;
drtIter0Drc;180;
num_io_pins;20;
tightest_slew;0.376;ns
die_height;115;um
min_period_over_period;115;%
gp_congestion;0.950;
placed_area;2410;um2
syn_to_final_growth;66.7;%
==> synth_stat cells, types with 3 or more instances <==
library cell / n
o211ai_1: 3
nor2_1: 19
o21ai_0: 10
nand4b_1: 3
xnor2_1: 4
clkbuf_1: 10
nand2b_1: 3
fa_1: 8
a21oi_1: 19
o221ai_1: 3
a31oi_1: 4
o22ai_1: 3
nand2_1: 24
inv_1: 16
or2_2: 3
nor3_1: 8
xor2_1: 4
mux2i_1: 6
a221oi_1: 4
nand3_1: 3
ha_1: 26
==> per-layer routing <==
layer  track usage, %  wire [um]
met5                0          0
met2             13.9       2710
met1             14.9       3190
met3            0.686        364
met4             1.40         91
==> layout make-up <==
type               instances  area [um2]  share of cell area [%]
inverters                 16        72.6                    2.56
multi-input cells        200        1820                    64.3
well taps                108         135                    4.76
repair buffers            97         805                    28.4
==> worst min path at each step <==
stage / start / endpoint / slack [ns] / depth (start not counted)
CTS: B[1] / Y[1] / 3.01 / 5
global route: B[1] / Y[1] / 2.98 / 5
finish: B[1] / Y[1] / 2.94 / 5
==> per-stage QoR <==
stage | worst slack (ns) | total power, mW | hold WS (ns) | util [%]
after floorplan | -0.807 | 0.162 | 2.27 | -
after global placement | -1.60 | 0.268 | 3.37 | 27.5
after detailed placement | -1.71 | 0.270 | 3.39 | 27.5
after CTS | -0.821 | 0.314 | 3.01 | 30.2
after global routing | -0.981 | 0.378 | 2.98 | 32.4
final | -0.826 | 0.347 | 2.94 | 32.4
==> repair_timing <==
action / CTS / global route
pin swaps: 22 / 20
hold buffers: 0 / 0
setup endpoints to repair: 8 / 8
resized: 66 / 21
endpoints found under the hold margin: 0 / 0
buffers inserted: 20 / 6
gates cloned: 0 / 1
==> worst max-delay path: stages <==
cell and delay [ns]:
buf_8 0.11, clkinv_8 0.04, ha_4 0.11, or4b_4 0.44, a22oi_2 0.18, ha_1 0.19
o21a_1 0.16, o21ai_2 0.10, or3_1 0.41, nand2_2 0.11, ha_4 0.21, or4b_4 0.53
a21oi_4 0.16, a31oi_4 0.06, ha_4 0.31, nand2_4 0.05, o21ai_4 0.20, mux2_4 0.33
a221o_1 0.37, buf_2 0.12
==> power groups by stage <==
stage	clock, mW	combinational, mW	sequential (mW)
global route	0	0.378	0
finish	0	0.347	0
CTS	0	0.314	0
==> cells by family after synthesis <==
logic type,Yosys count,synth area share [%]
adders and majority gates,34,28.5
AOI/OAI and AO/OA,71,29.9
xor gates and xnor gates,8,4.12
muxes,10,7.50
buffers and inverters,31,7.21
and+or+nand+nor,77,22.8
Power and IR drop assume default switching activity.
