$ cat flow/config.mk
export PLATFORM = sky130hd
export DESIGN_NAME = param_counter
export DESIGN_NICKNAME = param_counter
export VERILOG_FILES = /design/flow/design.v
export SDC_FILE = /design/flow/constraint.sdc
export NUM_CORES = 4
export LEC_CHECK = 1
export CORE_AREA = 10 10 76 76
export DIE_AREA = 0 0 86 86
$ cat flow/design.v
module counter_n #(
    parameter int N = 6
) (
    input  logic             clk,      
    input  logic             arst,     
    input  logic             en,       
    input  logic             load,     
    input  logic [N-1:0]     d,        
    output logic [N-1:0]     q         
);
    always_ff @(posedge clk or posedge arst) begin
        if (arst)      q <= '0;
        else if (load) q <= d;
        else if (en)   q <= q + 1'b1;
    end
endmodule
module param_counter (
    input  logic        clk,
    input  logic        reset_sw,      
    input  logic        inc_btn,       
    input  logic        load_btn,      
    input  logic [5:0]  sw_init,       
    output logic [6:0]  seg0,          
    output logic [6:0]  seg1           
);
    logic inc_ff1, inc_ff2, load_ff1, load_ff2;
    always_ff @(posedge clk) begin
        inc_ff1  <= inc_btn;
        inc_ff2  <= inc_ff1;
        load_ff1 <= load_btn;
        load_ff2 <= load_ff1;
    end
    wire inc_pulse  =  inc_ff1 & ~inc_ff2;
    wire load_pulse =  load_ff1 & ~load_ff2;
    logic [5:0] q;
    counter_n #(.N(6)) u_cnt (
        .clk  (clk),
        .arst (reset_sw),
        .en   (inc_pulse),
        .load (load_pulse),
        .d    (sw_init),
        .q    (q)
    );
    logic [3:0] digit0, digit1;    
    logic [6:0] val7, tens7, units7;
    always_comb begin
        val7   = {1'b0, q};          
        tens7  = val7 / 7'd10;       
        units7 = val7 % 7'd10;       
        digit1 = tens7[3:0];         
        digit0 = units7[3:0];        
    end
    function automatic logic [6:0] seg7(input logic [3:0] x);
        case (x)
            4'h0: seg7 = 7'b1111110;   
            4'h1: seg7 = 7'b0110000;
            4'h2: seg7 = 7'b1101101;
            4'h3: seg7 = 7'b1111001;
            4'h4: seg7 = 7'b0110011;
            4'h5: seg7 = 7'b1011011;
            4'h6: seg7 = 7'b1011111;
            4'h7: seg7 = 7'b1110000;
            4'h8: seg7 = 7'b1111111;
            4'h9: seg7 = 7'b1111011;
            default: seg7 = 7'b0000001;  
        endcase
    endfunction
    logic [6:0] r0, r1;            
    assign r0 = seg7(digit0);
    assign r1 = seg7(digit1);
    assign seg0 = ~{ r0[0], r0[1], r0[2], r0[3], r0[4], r0[5], r0[6] };   
    assign seg1 = ~{ r1[0], r1[1], r1[2], r1[3], r1[4], r1[5], r1[6] };
endmodule
$ cat flow/run.sh
#!/bin/bash
# OpenROAD 26Q1-2900-gdf79404cd8, Yosys 0.63+post, stock flow scripts
make -C /OpenROAD-flow-scripts/flow DESIGN_CONFIG=/design/flow/config.mk WORK_HOME=/design/flow/orfs finish
$ cat flow/constraint.sdc
current_design param_counter

set clk_period 5.4
set clk_io_pct 0.2

create_clock -name clk0 -period $clk_period [get_ports {clk}]

set non_clock_inputs [all_inputs -no_clocks]
set_input_delay [expr $clk_period * $clk_io_pct] -clock clk0 $non_clock_inputs
set_output_delay [expr $clk_period * $clk_io_pct] -clock clk0 [all_outputs]
==> flow_summary.toml <==
# synthesis and place-and-route metrics
[run]
warning_count = 36
cap_violations = 0

[critical_path]
path_common_cell = "ha_1"
crit_buf_inv = 1
cp_cell_sequence = "nand2b_1, o311a_1, ha_1, nor3b_1, a21o_2, or3_1, and4_4, ha_1, nor4_1, a21oi_1, clkdlybuf4s50_1"
crit_path_start_kind = "flip-flop"
endpoint_kind = "output pin"
startpoint = "u_cnt.q[3]$_DFFE_PP0P_"
reg2reg_from = "inc_ff1$_DFF_P_"
cp_max_fo = 18
cp_top_family = "simple AND/OR/NAND/NOR gates"
required_ps = 4320
arrival_ps = 3660
crit_slowest_cell = "dfrtp_1"
critPathMaxStageDelay_ps = 550
crit_type = "flip-flop to output pin"

[logic_synthesis]
ys_sh_xor = 0.03889
synth.yosys.warnings = 2
ys_sh_simple = 0.2478
synthFlopType = "dfrtp_1"
yosysSeqAreaShare = 0.2044
ys_area_um2 = 1126
top_area_frac = 0.1556
yosysCellCount = 143
ys_sh_mux = 0.03778
aoi_share = 0.2022
synth.avg_cell_area_um2 = 7.875
largest_area_cell = "ha_1"
edf_count = 0
async_flop_share = 0.6000
synthCells = 143
area_leaders = "ha_1 (16%), dfrtp_1 (13%), dfxtp_1 (7.1%), o21ai_0 (5.3%), nand2_1 (4.7%)"
synth_area_um2 = 1126
adder_share = 0.1556
synth_cell_type_count = 46
logic_family = "simple AND/OR/NAND/NOR gates"
synth-seq-cells = 10

[sta]
max_slew_margin = 0.5869
worst-slew-pin-transition_ps = 618.4
finalClockSkew_ps = 0.2538
setup_viol = 0
fmax_mhz = 210.8
slew_violations = 0
fin_crit_sh = 0.8783
hold_viol = 0
layout_min_cycle_time_ps = 4743
setup_tns_ps = 0
grt_setup_unrepaired = "false"

[clock_network]
ctsHoldBuffers = 0
clkTransAtPathRegs_ps = 40
root_buffer = "clkbuf_8"
cts_buffers = 3
cts_htree_levels = 1
cts_resized = 0
cts_setup_buffers = 0
clock_tree.buffer_depth = 2
clock_sinks = 10
clk_latency_ps = 230
cts_tree = "done"

[power_and_ir_drop]
pwr-share-comb = 0.672
p_leak_nw = 0.5884
seq_power_share = 0.181
p_int_w = 0.0003884
swShare = 0.3642
vdd_drop_max_v = 0.0002431
p_total_w = 0.0006109
switchingPower_w = 0.0002225
pwr-share-clk = 0.147
p_per_area_nw_per_um2 = 440.3

[placement]
gp_congestion = 0.7493
dp_hpwl_um = 1790
port_buffers = 23
place_inst = 204
post_dp_cell_area_um2 = 1333

[floorplanning]
chip_area_um2 = 7396
die_w_um = 86
fp-utilization = 0.2736
ioPinCount = 24
rows = 23
fp.coreArea_um2 = 4115
die_h_um = 86

[drt]
drt_iter0_drc = 51
drtAntennaViolNets = 0
via_count = 969
routed_wirelength_um = 2228
drc = 0
drt-pass1-iter-count = 4
via_per_inst = 4.659
wl_per_cell_um = 10.71
n_antenna_cell = 0

[cells_and_area]
stdcell_count = 208
drive_above_1_share = 0.09494
combGateArea_um2 = 768.2
syn_to_final_growth_pct = 23.22
seq_area_um2 = 230.2
fill_cells = 430
final_util = 0.3372
final_area_um2 = 1388

[grt]
grt_pass1_vias = 945
grt_start_max_net_pins = 19
use_met3 = 0.02288
busiest_layer = "met2"
antenna_found_initial = 0
use_met1 = 0.07806
met2_usage = 0.1028
grt_pass1_wl_um = 3995
grt_use_total = 0.06164
grt_overflow = 0

[hold_path]
hold_class = "flip-flop to flip-flop"
min_from = "inc_ff1$_DFF_P_"

[status]
status = "completed"
[registers in the layout, summed over array words and instances (netlist names)]
register and flops:
load_ff2 1, inc_ff2 1, inc_ff1 1, u_cnt.q 6
load_ff1 1
[synth_stat cells (all sizes together), types with 3 or more instances]
| master | n |
|---|---|
| buf | 9 |
| xnor2 | 3 |
| and2 | 3 |
| nand2 | 14 |
| a21oi | 10 |
| a211o | 3 |
| clkbuf | 3 |
| inv | 11 |
| nor4 | 3 |
| dfxtp | 4 |
| nor2 | 9 |
| dfrtp | 6 |
| ha | 14 |
| o21ai | 15 |
| nor2b | 4 |
[power groups by stage]
stage | registers (W) | logic [W] | clock network, W
4_1_cts | 0.000111 | 0.000421 | 0.0000927
5_1_grt | 0.000114 | 0.000471 | 0.0000983
6_report | 0.000111 | 0.000411 | 0.0000897
[through the flow]
step / worst slack [ps] / hold slack (ps)
2_1_floorplan: 1477 / 323.5
3_3_place_gp: 905.5 / 327.9
3_5_place_dp: 893.4 / 328.1
4_1_cts: 632.0 / 339.1
5_1_grt: 400.4 / 360.4
6_report: 657.1 / 337.8
[per-layer routing]
metal,share of wire,up-vias
met1,0.47,434
met4,0,0
met5,0,-
li1,-,517
met3,0.073,0
met2,0.45,18
[final cells by class]
type / count / area share
multi-input cells: 110 / 0.5537
flip-flops and latches: 10 / 0.1659
repair buffers: 23 / 0.1659
well taps: 50 / 0.04509
clock buffers: 4 / 0.03968
inverters: 11 / 0.02976
[cell families after synthesis]
| group | Yosys count |
|---|---|
| AND-OR/OR-AND | 36 |
| XOR/XNOR | 5 |
| adder cells (fa/ha/maj) | 14 |
| buffers and inverters | 23 |
| flip-flops | 10 |
| multiplexers | 4 |
| AND/OR/NAND/NOR | 51 |
[final timing paths]
kind | slack, ps | to | depth (start not counted)
max | 660 | seg0[3] | 11
min | 340 | inc_ff2$_DFF_P_ | 0
max reg2reg | 4020 | u_cnt.q[3]$_DFFE_PP0P_ | 4
min reg2reg | 340 | inc_ff2$_DFF_P_ | 0
max in group asynchronous | 4140 | u_cnt.q[0]$_DFFE_PP0P_ | 2
min in group asynchronous | 1070 | u_cnt.q[2]$_DFFE_PP0P_ | 2
[cell usage in the layout (no fill, tap or decap), types with 2 or more instances in the layout]
cell type        instances
clkdlybuf4s50_1         23
nand2_1                 14
ha_1                    14
o21ai_0                 12
inv_1                   10
a21oi_1                 10
nor2_1                   9
dfrtp_1                  6
clkbuf_8                 4
dfxtp_1                  4
nor2b_1                  3
xnor2_1                  3
a211o_1                  3
nor4_1                   3
mux2_2                   2
nand4_1                  2
xor2_1                   2
o21ai_1                  2
nor3b_1                  2
or3_1                    2
nand3b_1                 2
and2_1                   2
nor3_1                   2
mux2i_1                  2
No activity file was given, so power comes from the tool's default toggle rates.
